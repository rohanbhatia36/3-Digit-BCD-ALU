$ cat flow/config.mk
export PLATFORM = sky130hd
export DESIGN_NAME = SevenSegmentALU
export DESIGN_NICKNAME = SevenSegmentALU
export VERILOG_FILES = /design/flow/design.v
export SDC_FILE = /design/flow/constraint.sdc
export NUM_CORES = 4
export LEC_CHECK = 1
export CORE_UTILIZATION = 40
$ cat flow/run.sh
#!/bin/bash
# OpenROAD 26Q1-2900-gdf79404cd8, Yosys 0.63+post, stock flow scripts
make -C /OpenROAD-flow-scripts/flow DESIGN_CONFIG=/design/flow/config.mk WORK_HOME=/design/flow/orfs finish
$ cat flow/design.v
`timescale 1ns / 1ps
module SevenSegmentALU(
    input clk, 
    input reset,
    input onesBtn, 
    input tensBtn, 
    input hundredsBtn, 
    input sign, 
    input enter, 
    output [6:0] seg,
    output [3:0] anode 
);
    wire resetPulse;
    systemResetHandler resetHandlerInstance (
        .clk(clk),
        .reset(reset),
        .resetPulse(resetPulse)
    );
    wire onesBtnPulse;
    buttonSyncPulse onesBtnGen (
        .clk(clk),
        .resetPulse(resetPulse), 
        .button(onesBtn),
        .buttonPulse(onesBtnPulse)
    );
    wire tensBtnPulse;
    buttonSyncPulse tensBtnGen (
        .clk(clk),
        .resetPulse(resetPulse), 
        .button(tensBtn),
        .buttonPulse(tensBtnPulse)
    );
    wire hundredsBtnPulse;
    buttonSyncPulse hundredsBtnGen (
        .clk(clk),
        .resetPulse(resetPulse), 
        .button(hundredsBtn),
        .buttonPulse(hundredsBtnPulse)
    );
    wire signPulse;
    buttonSyncPulse signBtnGen (
        .clk(clk),
        .resetPulse(resetPulse), 
        .button(sign),
        .buttonPulse(signPulse)
    );
    wire enterPulse;
    buttonSyncPulse enterBtnGen (
        .clk(clk),
        .resetPulse(resetPulse), 
        .button(enter),
        .buttonPulse(enterPulse)
    );
    reg [3:0] bcdOnes;
    reg [3:0] bcdTens;
    reg [3:0] bcdHundreds;
    reg [3:0] bcdThousands;
    wire numberOn; 
    wire finished; 
    reg [15:0] firstNumber;
    reg [15:0] secondNumber;
    reg [15:0] sum;
    reg [16:0] carry;
    reg [2:0] state;
    localparam STATE_INPUT_1        = 3'd0;
    localparam STATE_WAIT_1         = 3'd1;
    localparam STATE_INPUT_2        = 3'd2;
    localparam STATE_WAIT_2         = 3'd3;
    localparam STATE_CALC           = 3'd4;
    localparam STATE_UPDATE_DISPLAY = 3'd5;
    localparam STATE_DONE           = 3'd6;
    assign numberOn = (state == STATE_INPUT_2);
    assign finished = (state == STATE_DONE);
    wire [3:0] firstNumberThousandsVal  = firstNumber[15:12];
    wire [3:0] firstNumberHundredsVal = firstNumber[11:8];
    wire [3:0] firstNumberTensVal     = firstNumber[7:4];
    wire [3:0] firstNumberOnesVal     = firstNumber[3:0];
    wire [3:0] secondNumberThousandsVal = secondNumber[15:12];
    wire [3:0] secondNumberHundredsVal  = secondNumber[11:8];
    wire [3:0] secondNumberTensVal      = secondNumber[7:4];
    wire [3:0] secondNumberOnesVal      = secondNumber[3:0];
    reg [3:0] addResultOnes;
    reg [3:0] addResultTens;
    reg [3:0] addResultHundreds;
    reg carryOneAdd;
    reg carryTenAdd;
    reg carryHundredAdd;
    wire [15:0] sameSignCalculatedSum = {firstNumberThousandsVal, addResultHundreds, addResultTens, addResultOnes};
    always @(*) begin 
        if ((firstNumberOnesVal + secondNumberOnesVal) > 9) begin
            addResultOnes = firstNumberOnesVal + secondNumberOnesVal + 6;
            carryOneAdd = 1;
        end else begin
            addResultOnes = firstNumberOnesVal + secondNumberOnesVal;
            carryOneAdd = 0;
        end
        if ((firstNumberTensVal + secondNumberTensVal + carryOneAdd) > 9) begin
            addResultTens = firstNumberTensVal + secondNumberTensVal + carryOneAdd + 6;
            carryTenAdd = 1;
        end else begin
            addResultTens = firstNumberTensVal + secondNumberTensVal + carryOneAdd;
            carryTenAdd = 0;
        end
        if ((firstNumberHundredsVal + secondNumberHundredsVal + carryTenAdd) > 9) begin
            addResultHundreds = firstNumberHundredsVal + secondNumberHundredsVal + carryTenAdd + 6;
            carryHundredAdd = 1;
        end else begin
            addResultHundreds = firstNumberHundredsVal + secondNumberHundredsVal + carryTenAdd;
            carryHundredAdd = 0;
        end
    end
    wire isFirstMagnitudeGreater = (firstNumber[11:0] > secondNumber[11:0]);
    wire areMagnitudesEqual      = (firstNumber[11:0] == secondNumber[11:0]);
    wire [3:0] largerMagnitudeHundreds  = isFirstMagnitudeGreater ? firstNumberHundredsVal : secondNumberHundredsVal;
    wire [3:0] largerMagnitudeTens      = isFirstMagnitudeGreater ? firstNumberTensVal     : secondNumberTensVal;
    wire [3:0] largerMagnitudeOnes      = isFirstMagnitudeGreater ? firstNumberOnesVal     : secondNumberOnesVal;
    wire [3:0] smallerMagnitudeHundreds = isFirstMagnitudeGreater ? secondNumberHundredsVal : firstNumberHundredsVal;
    wire [3:0] smallerMagnitudeTens     = isFirstMagnitudeGreater ? secondNumberTensVal     : firstNumberTensVal;
    wire [3:0] smallerMagnitudeOnes     = isFirstMagnitudeGreater ? secondNumberOnesVal     : firstNumberOnesVal;
    wire [3:0] resultMagnitudeHundreds, resultMagnitudeTens, resultMagnitudeOnes;
    wire borrowOutOnes, borrowOutTens, borrowOutHundreds;
    bcdSubDigit subOnesInstance (
        .a(largerMagnitudeOnes),
        .b(smallerMagnitudeOnes),
        .borrowIn(1'b0),
        .result(resultMagnitudeOnes),
        .borrowOut(borrowOutOnes)
    );
    bcdSubDigit subTensInstance (
        .a(largerMagnitudeTens),
        .b(smallerMagnitudeTens),
        .borrowIn(borrowOutOnes),
        .result(resultMagnitudeTens),
        .borrowOut(borrowOutTens)
    );
    bcdSubDigit subHundredsInstance (
        .a(largerMagnitudeHundreds),
        .b(smallerMagnitudeHundreds),
        .borrowIn(borrowOutTens),
        .result(resultMagnitudeHundreds),
        .borrowOut(borrowOutHundreds)
    );
    wire [3:0] finalSumSign = areMagnitudesEqual ? 15 : (isFirstMagnitudeGreater ? firstNumberThousandsVal : secondNumberThousandsVal);
    wire [15:0] differentSignCalculatedSum = {finalSumSign, resultMagnitudeHundreds, resultMagnitudeTens, resultMagnitudeOnes};
    always @(posedge clk) begin
        if (~resetPulse) begin
            bcdOnes <= 0;
            bcdTens <= 0;
            bcdHundreds <= 0;
            bcdThousands <= 15;
            firstNumber <= 0;
            secondNumber <= 0;
            sum <= 0;
            carry <= 0;
            state <= STATE_INPUT_1;
        end else begin
            case (state)
                STATE_INPUT_1: begin
                    if (enterPulse) begin
                        firstNumber <= {bcdThousands, bcdHundreds, bcdTens, bcdOnes};
                        state <= STATE_WAIT_1;
                    end else begin
                        if (onesBtnPulse) begin
                            if (bcdOnes == 9) begin
                                bcdOnes <= 0;
                            end else begin
                                bcdOnes <= bcdOnes + 1;
                            end
                        end
                        if (tensBtnPulse) begin
                            if (bcdTens == 9) begin
                                bcdTens <= 0;
                            end else begin
                                bcdTens <= bcdTens + 1;
                            end
                        end
                        if (hundredsBtnPulse) begin
                            if (bcdHundreds == 9) begin
                                bcdHundreds <= 0;
                            end else begin
                                bcdHundreds <= bcdHundreds + 1;
                            end
                        end
                        if (signPulse) begin
                            case(bcdThousands)
                                15: bcdThousands <= 14;
                                14: bcdThousands <= 15;
                                default: bcdThousands <= 15;
                            endcase
                        end
                    end
                end
                STATE_WAIT_1: begin
                    if (~enter) begin
                        bcdOnes <= 0;
                        bcdTens <= 0;
                        bcdHundreds <= 0;
                        bcdThousands <= 15;
                        state <= STATE_INPUT_2;
                    end
                end
                STATE_INPUT_2: begin
                    if (enterPulse) begin
                        secondNumber <= {bcdThousands, bcdHundreds, bcdTens, bcdOnes};
                        state <= STATE_WAIT_2;
                    end else begin
                        if (onesBtnPulse) begin
                            if (bcdOnes == 9) begin
                                bcdOnes <= 0;
                            end else begin
                                bcdOnes <= bcdOnes + 1;
                            end
                        end
                        if (tensBtnPulse) begin
                            if (bcdTens == 9) begin
                                bcdTens <= 0;
                            end else begin
                                bcdTens <= bcdTens + 1;
                            end
                        end
                        if (hundredsBtnPulse) begin
                            if (bcdHundreds == 9) begin
                                bcdHundreds <= 0;
                            end else begin
                                bcdHundreds <= bcdHundreds + 1;
                            end
                        end
                        if (signPulse) begin
                            case(bcdThousands)
                                15: bcdThousands <= 14;
                                14: bcdThousands <= 15;
                                default: bcdThousands <= 15;
                            endcase
                        end
                    end
                end
                STATE_WAIT_2: begin
                    if (~enter) begin
                        state <= STATE_CALC;
                    end
                end
                STATE_CALC: begin
                    if (firstNumberThousandsVal == secondNumberThousandsVal) begin
                        sum <= sameSignCalculatedSum;
                        carry[16] <= carryHundredAdd;
                    end else begin 
                        sum <= differentSignCalculatedSum;
                        carry <= 0;
                    end
                    state <= STATE_UPDATE_DISPLAY;
                end
                STATE_UPDATE_DISPLAY: begin
                    bcdOnes <= sum[3:0];
                    bcdTens <= sum[7:4];
                    bcdHundreds <= sum[11:8];
                    bcdThousands <= sum[15:12];
                    state <= STATE_DONE;
                end
                STATE_DONE: begin
                end
            endcase
        end
    end
    parameter MUX_COUNT_MAX = 3000;
    reg [11:0] muxClkCounter;
    reg muxPulse;
    reg [1:0] digitSelector;
    reg [3:0] currentDisplayBcd;
    reg [3:0] anodeOutputReg;
    assign anode = anodeOutputReg;
    always @(posedge clk) begin
        if (~resetPulse) begin
            muxClkCounter <= 0;
            muxPulse <= 0;
            digitSelector <= 0;
            anodeOutputReg <= 4'b1111;
            currentDisplayBcd <= 0;
        end else begin
            if (muxClkCounter == MUX_COUNT_MAX - 1) begin
                muxClkCounter <= 0;
                muxPulse <= 1;
                digitSelector <= digitSelector + 1;
            end else begin
                muxClkCounter <= muxClkCounter + 1;
                muxPulse <= 0;
            end
            if (muxPulse) begin
                case (digitSelector)
                    2'd0: begin
                        anodeOutputReg <= 4'b1110;
                        currentDisplayBcd <= bcdOnes;
                    end
                    2'd1: begin
                        anodeOutputReg <= 4'b1101;
                        currentDisplayBcd <= bcdTens;
                    end
                    2'd2: begin
                        anodeOutputReg <= 4'b1011;
                        currentDisplayBcd <= bcdHundreds;
                    end
                    2'd3: begin
                        anodeOutputReg <= 4'b0111;
                        currentDisplayBcd <= bcdThousands;
                    end
                endcase
            end
        end
    end
    reg [6:0] segOutReg;
    assign seg = segOutReg;
    always @(*) begin
        case(currentDisplayBcd)
            4'b0000: segOutReg = 7'b0111111;
            4'b0001: segOutReg = 7'b0000110;
            4'b0010: segOutReg = 7'b1011011;
            4'b0011: segOutReg = 7'b1001111;
            4'b0100: segOutReg = 7'b1100110;
            4'b0101: segOutReg = 7'b1101101;
            4'b0110: segOutReg = 7'b1111101;
            4'b0111: segOutReg = 7'b0000111;
            4'b1000: segOutReg = 7'b1111111;
            4'b1001: segOutReg = 7'b1101111;
            4'b1110: segOutReg = 7'b1000000;
            4'b1111: segOutReg = 7'b0000000;
            default: segOutReg = 7'b0000000;
        endcase
    end
endmodule
`timescale 1ns / 1ps
module bcdSubDigit(
    input  [3:0] a,
    input  [3:0] b,
    input  borrowIn,
    output reg [3:0] result,
    output reg     borrowOut
);
    wire [4:0] tempSubBinary = a - b - (borrowIn ? 1'b1 : 1'b0); 
    always @(*) begin
        if (tempSubBinary[4] == 1) begin
            borrowOut = 1;
            result = tempSubBinary + 10; 
        end else begin
            borrowOut = 0;
            result = tempSubBinary[3:0];
        end
    end
endmodule
`timescale 1ns / 1ps
module buttonSyncPulse(
    input  clk,
    input  resetPulse,
    input  button,
    output buttonPulse
);
    parameter DEBOUNCE_CLKS = 240000;
    reg [17:0] debounceCounter; 
    reg debouncedButton; 
    always @(posedge clk) begin
        if (~resetPulse) begin 
            debounceCounter <= 0;
            debouncedButton <= 1; 
        end else begin
            if (button != debouncedButton) begin
                if (debounceCounter == (DEBOUNCE_CLKS - 1)) begin
                    debouncedButton <= button; 
                    debounceCounter <= 0; 
                end else begin
                    debounceCounter <= debounceCounter + 1;
                end
            end else begin
                debounceCounter <= 0;
            end
        end
    end
    reg debouncedButtonSync1;
    reg debouncedButtonSync2; 
    always @(posedge clk) begin
        if (~resetPulse) begin 
            debouncedButtonSync1 <= 1;
            debouncedButtonSync2 <= 1;
        end else begin
            debouncedButtonSync1 <= debouncedButton;       
            debouncedButtonSync2 <= debouncedButtonSync1; 
        end
    end
    reg debouncedButtonSync2Delayed; 
    always @(posedge clk) begin
        if (~resetPulse) begin 
            debouncedButtonSync2Delayed <= 1;
        end else begin
            debouncedButtonSync2Delayed <= debouncedButtonSync2; 
        end
    end
    assign buttonPulse = !debouncedButtonSync2 && debouncedButtonSync2Delayed;
    initial begin
        debounceCounter <= 0;
        debouncedButton <= 1;
        debouncedButtonSync1 <= 1;
        debouncedButtonSync2 <= 1;
        debouncedButtonSync2Delayed <= 1;
    end
endmodule
`timescale 1ns / 1ps
module systemResetHandler(
    input  clk,
    input  reset,
    output resetPulse
);
    parameter DEBOUNCE_CLKS = 240000;
    reg [17:0] debounceCounter;
    reg debouncedReset;
    initial begin
        debounceCounter <= 0;
        debouncedReset <= 1; 
    end
    always @(posedge clk) begin 
        if (reset != debouncedReset) begin
            if (debounceCounter == (DEBOUNCE_CLKS - 1)) begin
                debouncedReset <= reset;
                debounceCounter <= 0;
            end else begin
                debounceCounter <= debounceCounter + 1;
            end
        end else begin
            debounceCounter <= 0;
        end
    end
    assign resetPulse = ~debouncedReset; 
endmodule
$ cat flow/constraint.sdc
current_design SevenSegmentALU

set clk_period 8.3
set clk_io_pct 0.2

create_clock -name clk0 -period $clk_period [get_ports {clk}]

set non_clock_inputs [all_inputs -no_clocks]
set_input_delay [expr $clk_period * $clk_io_pct] -clock clk0 $non_clock_inputs
set_output_delay [expr $clk_period * $clk_io_pct] -clock clk0 [all_outputs]
==> Table 3: Implementation characteristics <==
Characteristics after synthesis and place and route

Parameter                              Value

Clock network
  Clock-pin transition on the worst setup and hold timing paths .................. 70 ps
  Setup Buffers After CTS .................. 0
  Quantity of hold-fixing buffers added after cts .................. 0
  CTS Buf Count .................. 25
  Clock tree root driver cell .................. sky130_fd_sc_hd__clkbuf_16
  H-tree levels .................. 1
  Cell resize tally after clock tree synthesis .................. 0
  Clock buffer depth .................. 3
  TritonCTS clock tree .................. yes
  Number of clock sinks .................. 229
  Later-pin clock latency in the skew report .................. 520 ps

Finish
  Share of layout cells above drive strength 1 .................. about 6.5%
  Final cell count without fillers .................. ~1,700
  Most frequent cells in the layout .................. 228 x sky130_fd_sc_hd__dfxtp_1, 198 x sky130_fd_sc_hd__nor2_1, 146 x sky130_fd_sc_hd__nand2_1
  Most frequent logic cell in the layout .................. sky130_fd_sc_hd__dfxtp_1
  Number of fill cells in the layout .................. around 2,500
  Synthesis-to-layout area growth .................. 12.2%

Run
  Max_cap viols .................. 0
  Number of warnings the tools reported .................. 47

Hold path
  Path type of the worst min-delay path .................. flop to flop

Routing
  Vias per cell .................. 4.90
  Total via count in the routed design .................. roughly 8,300
  Detailed-routing iteration count for the pre-antenna-repair pass .................. 5
  Wirelength, routed .................. 22,500 µm
  Ant. Diodes .................. 0
  Remaining antenna violation count after routing .................. 0
  DRC violation total after the first TritonRoute iteration .................. between 400 and 500
  DRC .................. 0
  Wire length per cell after detailed routing .................. 13.2 µm

Die
  Core Rows .................. roughly 60
  I/O pin cnt .................. 18
  FP Core Util .................. between 40% and 50%
  Standard cell core area .................. ~0.027 mm²
  Total die area .................. about 0.029 mm²
  Horiz. Die Dim .................. between 150 and 200 µm
  Die Span Y .................. roughly 170 µm

Synthesis
  Number of enable-type register cells in the synthesized netlist .................. 1
  Top_reg_cell synth .................. sky130_fd_sc_hd__dfxtp_1
  Synthesized flop and latch total .................. ~230
  Async set-reset flop share out of synthesis .................. 0%
  Number of warnings issued by yosys .................. 4
  Chip area from the yosys synthesis statistics .................. 0.0112 mm²
  Proportion of synthesized chip area in sequential cells .................. between 40% and 50%
  Post-synthesis cell area .................. 0.0112 mm²
  Post-synthesis area per instance .................. ~8.6 µm²
  Number of unique standard cell types used by synthesis .................. approximately 75
  Cell count after synthesis .................. approximately 1,300
  Post-synthesis cell count from yosys .................. approximately 1,300

Final timing
  RSZ-0062 raised after global routing .................. false
  Worst slew margin relative to its limit .................. between 40% and 50%
  Fin crit share .................. between 70% and 80%
  Total negative slack for setup checks .................. 0 ps
  Max Freq .................. 165 MHz
  Final critical-path required period .................. 6050 ps
  Final count of pins violating max slew .................. 0
  Count of endpoints failing setup in the final report .................. 0
  Worst setup skew after layout .................. approximately 8.6 ps
  Final count of hold timing violations .................. 0
  Worst Max-Slew Pin Slew .................. 808 ps

Critical path
  Data required time of the critical path .................. roughly 8700 ps
  Cell-by-cell listing of the critical path .................. inv_1 > ha_1 > nand4_4 > or3_4 > o31ai_2 > mux2i_1 > ha_1 > a211oi_1 > o31a_1 > fa_1 > inv_1 > fa_1 > nand2b_1 > a21oi_1 > xnor2_4 > fa_1 > inv_1 > fa_1 > nand2b_1 > a21oi_1 > xnor2_2 > or3_1 > mux2i_1 > o21ai_1
  First element of the critical path .................. secondNumber[10]$_SDFFE_PP0P_
  Type of the worst setup path .................. flop to flop
  Worst Setup EP .................. sum[11]$_SDFFE_PP0P_
  Worst setup SP type .................. flop
  Delay contributed by the slowest stage of the critical path .................. 510 ps
  Crit path DAT .................. approximately 6500 ps
  Critical Path End Type .................. flop
  Origin of the critical flop-to-flop path .................. secondNumber[10]$_SDFFE_PP0P_
  Maximum fanout along the worst path .................. 9
  Length in cells of the worst reg-to-reg path .................. 24
  Critical register-to-register path endpoint .................. sum[11]$_SDFFE_PP0P_
  Critical Path Most Common Cell .................. sky130_fd_sc_hd__fa_1
  Register-to-Register Setup Slack .................. about 2300 ps
  Master of the slowest instance on the critical path .................. sky130_fd_sc_hd__ha_1

Pwr
  Pwr/cell area .................. roughly 180 mW/mm²
  Leakage .................. about 4.5 nW
  VDD IR-drop max .................. 0.179 mV
  Overall power .................. between 2 and 2.5 mW

GRT
  Largest net degree at the start of global routing .................. 60
  Overflow left after global routing .................. 0
  Gr usage total .................. 16.8%
  Wire length of the first global-routing pass .................. around 39,000 µm
  Initial antenna violation count .................. 0
  Number of global-route vias before repair .................. slightly below 8,000

Placement
  HPWL after detailed placement .................. approximately 15,000 µm
  Count of input and output buffers .................. 17
  GPL Wtd Cong .................. 0.902
  DP Cell Count .................. about 1,700

Outcome
  Result of the run .................. completed
==> worst min-delay path by stage <==
stage	startpoint	endpoint	slack, ps	depth (start not counted)
after global routing	onesBtnGen.debouncedButtonSync1$_SDFF_PP1_	onesBtnGen.debouncedButtonSync2$_SDFF_PP1_	420	1
final	onesBtnGen.debouncedButtonSync1$_SDFF_PP1_	onesBtnGen.debouncedButtonSync2$_SDFF_PP1_	400	1
after CTS	onesBtnGen.debouncedButtonSync1$_SDFF_PP1_	onesBtnGen.debouncedButtonSync2$_SDFF_PP1_	410	1
==> worst max-delay path: cells and delay by family (launching register included) <==
| family | cells | cell delay [ps] |
|---|---|---|
| xor gates and xnor gates | 2 | 350 |
| adders and majority gates | 6 | 1960 |
| and+or+nand+nor | 5 | 1260 |
| DFF | 1 | 370 |
| buffers and inverters | 3 | 210 |
| muxes | 2 | 300 |
| AOI/OAI and AO/OA | 6 | 1490 |
==> per-stage QoR <==
stage                     hold slack (ps)  utilization [%]  setup slack (ps)  cell area, µm²
after floorplan                       389                -              2650           11200
after global placement                393             43.0              2360           11700
after detailed placement              396             43.0              2270           11700
after CTS                             407             46.3              2240           12600
after global routing                  417             46.3              1760           12600
final                                 404             46.3              2250           12600
==> per-layer routing <==
metal  wire [µm]  global-route usage (%)
met1       11600                    26.3
met3         953                    2.71
met4         390                    2.55
met2        9580                    25.6
met5           0                       0
==> synth_stat cells (15+ instances only) <==
library cell | count | area share (%)
sky130_fd_sc_hd__a21oi_1 | 77 | 3.4
sky130_fd_sc_hd__and3_1 | 31 | 1.7
sky130_fd_sc_hd__clkbuf_1 | 42 | 1.4
sky130_fd_sc_hd__dfxtp_1 | 228 | 41
sky130_fd_sc_hd__ha_1 | 57 | 6.3
sky130_fd_sc_hd__inv_1 | 50 | 1.7
sky130_fd_sc_hd__mux2i_1 | 15 | 1.3
sky130_fd_sc_hd__nand2_1 | 146 | 4.9
sky130_fd_sc_hd__nand2b_1 | 34 | 1.9
sky130_fd_sc_hd__nand3_1 | 55 | 2.4
sky130_fd_sc_hd__nand4_1 | 15 | 0.83
sky130_fd_sc_hd__nor2_1 | 198 | 6.6
sky130_fd_sc_hd__o21ai_0 | 37 | 1.6
sky130_fd_sc_hd__or2_2 | 21 | 1.2
sky130_fd_sc_hd__xnor2_1 | 64 | 5.0
sky130_fd_sc_hd__xor2_1 | 75 | 5.8
==> logic make-up after synthesis <==
logic type / Yosys count / synth area share [%]
AOI/OAI and AO/OA: 187 / 10.5
xor gates and xnor gates: 141 / 11.2
adders and majority gates: 66 / 7.95
buffers and inverters: 99 / 3.53
DFF: 229 / 40.9
muxes: 20 / 1.96
and+or+nand+nor: 566 / 24.0
==> flip-flops by register name, indices dropped and copies added, names as in the netlist, 18 cells and up <==
signal,flops
enterBtnGen.debounceCounter,18
resetHandlerInstance.debounceCounter,18
tensBtnGen.debounceCounter,18
signBtnGen.debounceCounter,18
onesBtnGen.debounceCounter,18
hundredsBtnGen.debounceCounter,18
==> where the power goes <==
| part | leakage [nW] | internal [mW] | switching, mW |
|---|---|---|---|
| registers | 1.85 | 1.10 | 0.00223 |
| logic | 2.24 | 0.00584 | 0.00827 |
| clock network | 0.441 | 0.737 | 0.451 |
==> final cells by class <==
type                            count  area (µm²)  area share [%]
Clock buffer                       31         678            5.38
Clock inverter                     14         206            1.64
Inverter                           51         191            1.52
Multi-Input combinational cell    980        6250            49.6
Sequential cell                   229        4590            36.4
Tap cell                          372         465            3.69
Timing Repair Buffer               24         223            1.77
Power figures rest on the tool's default switching activity, not on a simulated workload.
